### /design/flow/design.v
module comparator #(parameter N = 8)
                   (input logic[N-1:0] a, b,
                    output logic eq, neq, lt, lte, gt, gte);
    assign eq = (a == b);
    assign neq = (a != b);
    assign lt = (a < b);
    assign lte = (a <= b);
    assign gt = (a > b);
    assign gte = (a >= b);
endmodule
### /design/flow/run.sh
#!/bin/bash
# OpenROAD 26Q1-2900-gdf79404cd8, Yosys 0.63+post, stock flow scripts
make -C /OpenROAD-flow-scripts/flow DESIGN_CONFIG=/design/flow/config.mk WORK_HOME=/design/flow/orfs finish
### /design/flow/config.mk
export PLATFORM = sky130hd
export DESIGN_NAME = comparator
export DESIGN_NICKNAME = comparator
export VERILOG_FILES = /design/flow/design.v
export SDC_FILE = /design/flow/constraint.sdc
export NUM_CORES = 4
export LEC_CHECK = 1
export CORE_AREA = 10 10 70 70
export DIE_AREA = 0 0 80 80
### /design/flow/constraint.sdc
current_design comparator

set clk_period 3.3
set clk_io_pct 0.2

create_clock -name clk0 -period $clk_period

set non_clock_inputs [all_inputs -no_clocks]
set_input_delay [expr $clk_period * $clk_io_pct] -clock clk0 $non_clock_inputs
set_output_delay [expr $clk_period * $clk_io_pct] -clock clk0 [all_outputs]
==> impl_summary.log <==
[flow] summary of implementation run
INFO  metric dp_slack = 0.1339 ns
INFO  metric worst_setup_path_end_kind = primary output
INFO  metric place_congestion = 0.6288
INFO  metric period_used_share = between 90% and 100%
INFO  metric grt_overflow = 0
INFO  metric rsz_0062_raised_after_global_routing = no
INFO  metric ir_drop = 0.03250 mV
INFO  metric yosysTopAreaCellShare = 41.45%
INFO  metric drt-initial-drc-count = 3
INFO  metric critical_path_required = 2.64 ns
INFO  metric crit_path_cell_trace = clkdlybuf4s50_1 > inv_1 > ha_1 > nand4_2 > or2_4 > o21ai_1 > clkdlybuf4s50_1
INFO  metric synth_top_cell_by_count = sky130_fd_sc_hd__inv_1
INFO  metric nClkBuffers = 0
INFO  metric critPathMaxFanout = 4
INFO  metric grt_start_max_net_pins = 5
INFO  metric floorplan.io_pins = 22
INFO  metric route.detailed.wl_per_inst = 8.317 um
INFO  metric worst_path_largest_cell_delay = approximately 0.49 ns
INFO  metric floorplan.core_util = 7.070%
INFO  metric synth-cells-yosys = 33
INFO  metric p_switching = ~20 uW
INFO  metric pwr_per_cell_area = 115.4 nW/um2
INFO  metric synth_seq_share = 0%
INFO  metric cp_data_arrival_time = 2.46 ns
INFO  metric utilization = 15.20%
INFO  metric cell_family_contributing_the_most_delay_on_the_critical_path = buffers and inverters
INFO  metric synth.cells.most_frequent = sky130_fd_sc_hd__inv_1, sky130_fd_sc_hd__ha_1, sky130_fd_sc_hd__a21oi_1
INFO  metric tightest_slew = 0.2885 ns
INFO  metric detail_route.antenna_diodes = 0
INFO  metric power.sequential.fraction = 0%
INFO  metric crit_path_start_kind = primary input
INFO  metric finalWorstSetupSlack = 0.1795 ns
INFO  metric ff_latch_area = 0 um2
INFO  metric postCtsSetupBuffers = 0
INFO  metric synth_area_per_cell = between 7 and 8 um2
INFO  metric design.core.area = 3416 um2
INFO  metric avgViaCountPerCell = 2.822
INFO  metric chip_height = 80 um
INFO  metric ys_area = 241.5 um2
INFO  metric power.clock.fraction = 0%
INFO  metric fmax = 320.5 MHz
INFO  metric final_layout_size_suffix_gt1_share = 7.273%
INFO  metric result_of_the_run = finished clean
INFO  metric cts.repair.resized = 0
INFO  metric post-route-cell-area = 519.2 um2
INFO  metric die-area = 6400 um2
INFO  metric min_path_type = in -> out
INFO  metric slew_hr = 80.64%
INFO  metric globalRouteTotalUtil = 2.586%
INFO  metric place.port_buffers = 22
INFO  metric final_antenna_net_count = 0
INFO  metric place_area = 519.2 um2
INFO  metric post-route-drc-count = 0
INFO  metric p_int = 39.95 uW
INFO  metric yosys.cell_types.count = 15
INFO  metric route.vias.total = 285
INFO  metric hold_viol_final = 0
INFO  metric path_buffers = 3
INFO  metric final_max_slew_viol_count = 0
INFO  metric fillCellCount = 408
INFO  metric path_class = in -> out
INFO  metric grt_pass1_wl = 1.317 mm
INFO  metric flow.area_growth_from_synthesis = 115.0%
INFO  metric final.min_clock_period = 3.121 ns
INFO  metric slowest_stage = sky130_fd_sc_hd__clkdlybuf4s50_1
INFO  metric openroad.warnings = 32
INFO  metric place.detailed.hpwl = just over 800 um
INFO  metric pwr-share-comb = 100.0%
INFO  metric topCellsByArea = sky130_fd_sc_hd__ha_1, sky130_fd_sc_hd__inv_1, sky130_fd_sc_hd__a21oi_1
INFO  metric power.share.switching = about a third
INFO  metric routed_wirelength = 840 um
INFO  metric critPathMostFrequentCell = sky130_fd_sc_hd__clkdlybuf4s50_1
INFO  metric placementRows = 21
INFO  metric seq_cells = 0
INFO  metric vias_in_the_first_global_route = 293
INFO  metric number_of_buffers_inserted_for_hold_repair_after_clock_tree_synthesis = 0
INFO  metric synth_area = 241.5 um2
INFO  metric die_x = about 80 um
INFO  metric synth.yosys.warnings = 0
INFO  metric number_of_antenna_violations_at_the_first_check_in_global_routing = 0
INFO  metric largest_area_cell = sky130_fd_sc_hd__ha_1
INFO  metric final_tns_setup = 0 ns
INFO  metric drtPass1Iterations = 2
INFO  metric drv.max_cap_violation_count = 0
INFO  metric finalSetupViolations = 0
INFO  metric syn-instance-count = 33
INFO  metric cellLeakagePower = about 0.23 nW
## kinds of logic after synthesis
family          Yosys count  share of synthesized area, %
simple gates              7                         19.69
buf+inv                   9                         13.99
fa+ha+maj                 8                         41.45
compound gates            9                         24.87
## layout make-up
type / count / area (um2) / area share [%]
inverter: 9 / 33.78 / 6.506
multi-input combinational: 24 / 207.7 / 40.00
tap: 46 / 57.56 / 11.08
timing repair buffer: 22 / 220.2 / 42.41
## placed cells by master (no fill, tap or decap)
cell type,instances
sky130_fd_sc_hd__ha_1,8
sky130_fd_sc_hd__o211ai_2,1
sky130_fd_sc_hd__nand4_1,1
sky130_fd_sc_hd__nand4_2,1
sky130_fd_sc_hd__inv_1,9
sky130_fd_sc_hd__a21oi_2,1
sky130_fd_sc_hd__o21a_1,1
sky130_fd_sc_hd__a21oi_1,3
sky130_fd_sc_hd__or2_1,1
sky130_fd_sc_hd__o21ai_1,2
sky130_fd_sc_hd__nor2b_1,1
sky130_fd_sc_hd__or2_4,1
sky130_fd_sc_hd__nand2_1,1
sky130_fd_sc_hd__a31oi_1,1
sky130_fd_sc_hd__nor2_1,1
sky130_fd_sc_hd__clkdlybuf4s50_1,22
## layer usage
layer | part of all wire [%] | GRT usage, % | up-vias
met1 | 37 | 2.637 | 117
met4 | 0 | 0 | 0
met3 | 9.9 | 0.7955 | 0
li1 | - | - | 157
met5 | 0 | 0 | -
met2 | 53 | 5.217 | 11
## power groups by stage
stage	combinational, mW	sequential [mW]	clock (mW)
4_1_cts	0.0621	0	0
5_1_grt	0.0679	0	0
6_report	0.0599	0	0
## final timing paths
kind | start | end | cells after the start
setup / recovery | b[7] | lte | 7
hold / removal | b[7] | lt | 7
## per-stage QoR
stage	std cells	hold WS [ns]	power (mW)
CTS	101	2.603	0.06212
global route	101	2.674	0.06788
floorplan	33	1.632	0.02395
detailed placement	101	2.603	0.06193
global placement	101	2.599	0.06064
finish	101	2.575	0.05993
Power and IR drop assume default switching activity.
