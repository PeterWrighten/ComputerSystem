===== /design/flow/design.v =====
module substractor #(parameter N = 8)
                    (input logic[N-1:0] a, b,
                     output logic[N-1:0] y);
    assign y = a - b;
endmodule

===== /design/flow/constraint.sdc =====
current_design substractor

set clk_period 8.6
set clk_io_pct 0.2

create_clock -name clk0 -period $clk_period

set non_clock_inputs [all_inputs -no_clocks]
set_input_delay [expr $clk_period * $clk_io_pct] -clock clk0 $non_clock_inputs
set_output_delay [expr $clk_period * $clk_io_pct] -clock clk0 [all_outputs]

===== /design/flow/run.sh =====
#!/bin/bash
# OpenROAD 26Q1-2900-gdf79404cd8, Yosys 0.63+post, stock flow scripts
make -C /OpenROAD-flow-scripts/flow DESIGN_CONFIG=/design/flow/config.mk WORK_HOME=/design/flow/orfs finish

===== /design/flow/config.mk =====
export PLATFORM = sky130hd
export DESIGN_NAME = substractor
export DESIGN_NICKNAME = substractor
export VERILOG_FILES = /design/flow/design.v
export SDC_FILE = /design/flow/constraint.sdc
export NUM_CORES = 4
export LEC_CHECK = 1
export CORE_AREA = 10 10 70 70
export DIE_AREA = 0 0 80 80

==> GITHUB_STEP_SUMMARY <==
### Yosys + OpenROAD results

| Metric | Value |
|---|---|
| Status | complete, no violations |
| CP Launch Type | primary input |
| Adder Area Share | between 30% and 40% |
| Sequential share of power | 0% |
| GR Layer Usage met1 | between 3 and 4% |
| PnR worst setup slack | a little under 3000 ps |
| Max VDD drop | between 10 and 15 µV |
| Yosys warnings | 0 |
| Largest net degree at the start of global routing | 6 |
| Slew Viols, Final | 0 |
| Logic area | 298 µm² |
| OpenROAD warning count | 32 |
| # hold bufs at CTS | 0 |
| Routed WL | 1050 µm |
| Unrepaired setup endpoints after global routing | false |
| Post-route setup TNS | 0 ps |
| Crit Path Class | in -> out |
| Post-CTS resize count | 0 |
| Total grt overflow | 0 |
| Power consumption | approximately 43 µW |
| Seq_cells | 0 |
| Final GP Congestion | between 0.8 and 0.9 |
| ANT cells | 0 |
| 1st-iter DRT viols | 0 |
| Chip Height | ~80 µm |
| I/O pins | 24 |
| Port Buffers | 24 |
| Logic pwr share | roughly 100% |
| Area of the mapped netlist | between 300 and 400 µm² |
| Total number of vias | between 300 and 400 |
| Slew Limit Headroom | 85.2% |
| Logic family by area | AND-OR/OR-AND gates |
| DR pass1 iterations | 1 |
| Final Cycle Share | around 66% |
| Number of cells in Yosys stat | about 43 |
| Top-area cell share | about a quarter |
| Starting Density | between 9 and 10% |
| Max Cap Viol | 0 |
| # DRC | 0 |
| Die x size | about 80 µm |
| Antenna violations before repair | 0 |
| Top Layout Cells | clkdlybuf4s50_1 (24), inv_1 (9), ha_1 (7), xnor2_1 (5) |
| Crit end category | output port |
| Synthesized instance count | 43 |
| Wire per inst | 9.31 µm |
| Mux contribution to synthesized area | 0% |
| Core Area | between 3000 and 4000 µm² |
| Synthesis-to-finish area growth | 89.8% |
| Post-route ant nets | 0 |
| Register Area | 0 µm² |
| Switching Fraction | between 30% and 40% |
| Leak | around 0.28 nW |
| HP Class | in -> out |
| CP required | a little under 7000 ps |
| Seq share, synth | 0% |
| Post-synthesis simple-gate area fraction | under 10% |
| Clock share of power | 0% |
| Pwr dens | 68.0 nW/µm² |
| First-pass GRT wire length | approximately 1700 µm |
| CP max FO | 3 |
| Psw | 14.3 µW |
| Worst Path Arrival | roughly 4000 ps |
| Filler instances | ~400 |
| Post-Place Setup Slack | 2890 ps |
| Grt met3 use | less than 1% |
| Final min period | around 5700 ps |
| Most numerous logic cell after layout | clkdlybuf4s50_1 |
| Netlist cell types | 19 |
| Area fraction in xor and xnor cells | between 10% and 20% |
| Least-Margin Pin Slew | ~220 ps |
| Hold Vio Cnt, Final | 0 |
| Post-detail-place hpwl | roughly 1000 µm |
| Syn Area/Cell | just under 8 µm² |
| Cell area leaders | ha_1 (26%), xnor2_1 (13%), inv_1 (10%), a21o_1 (6.8%), fa_1 (6.0%) |
| Maximum clock rate | between 150 and 200 MHz |
| CLK BUF | 0 |
| Setup Viol. Count Final | 0 |
| Share of layout cells above drive strength 1 | between 4 and 5% |
| Post-synth top area cell | ha_1 |
| # rows | 21 |
| P_int | 28.5 µW |
| GRT Max-Usage Layer | met2 |
| WHS Path Cells | 4 |
| # Post-CTS Setup Buffers | 0 |
| GR Util met2 | roughly 6.9% |
| Avg Vias per Cell | between 3 and 4 |
| Yosys aoi share | approximately a third |
| Vias in the first global route | 375 |
| Gr usage total | approximately 3.2% |
| Chip area | between 6000 and 7000 µm² |
| YS chip area | 332 µm² |
==> critical path, cell delays in order <==
cell and delay, ps:
clkdlybuf4s50_1 460, ha_1 150, inv_1 50, fa_1 410, a211oi_1 250, o21bai_1 120
a21oi_1 180, xnor2_1 130, clkdlybuf4s50_1 480
==> logic make-up after synthesis <==
| group | count (synthesis) |
|---|---|
| buf+inv | 9 |
| compound gates | 15 |
| xor+xnor | 6 |
| fa+ha+maj | 8 |
| simple gates | 5 |
==> cell type report <==
class	count	area share [%]
repair buffers	24	38.2
multi-input cells	34	47.3
inverters	9	5.37
well taps	46	9.15
==> power groups by stage <==
stage	Combinational (mW)	Sequential [mW]	Clock, mW
4_1_cts	0.0440	0	0
5_1_grt	0.0478	0	0
6_report	0.0428	0	0
==> final timing paths <==
check	from	to	slack, ps
worst max-delay path	b[0]	y[6]	2920
worst min-delay path	b[0]	y[0]	4430
==> routing by layer <==
layer,routed length [µm],share of wire (%),vias up
met5,0,0,-
met4,0,0,0
met3,32,3.0,0
met2,689,65,3
met1,330,31,167
li1,-,-,201
==> stage by stage <==
| step | hold slack (ps) | instances | area, µm² | util [%] |
|---|---|---|---|---|
| after global placement | 4450 | 113 | 629 | 18.4 |
| final | 4430 | 113 | 629 | 18.4 |
| after floorplan | 3550 | 43 | 332 | - |
| after CTS | 4450 | 113 | 629 | 18.4 |
| after global routing | 4470 | 113 | 629 | 18.4 |
| after detailed placement | 4450 | 113 | 629 | 18.4 |
==> cells in the mapped netlist <==
master and number:
a211oi_1 1, a21o_1 3, a21o_2 1, a21oi_1 3, a21oi_2 1, a311o_1 1
a31oi_1 2, fa_1 1, ha_1 7, inv_1 9, nand2b_1 1, nor2_1 2
o211ai_2 1, o21ai_0 1, o21bai_1 1, or2b_1 1, or3_1 1, xnor2_1 5
xor2_1 1
Power is estimated from default activity; no workload was simulated.
