### /design/flow/config.mk
export PLATFORM = sky130hd
export DESIGN_NAME = adder
export DESIGN_NICKNAME = adder
export VERILOG_FILES = /design/flow/design.v
export SDC_FILE = /design/flow/constraint.sdc
export NUM_CORES = 4
export LEC_CHECK = 1
export CORE_AREA = 10 10 70 70
export DIE_AREA = 0 0 80 80
### /design/flow/constraint.sdc
current_design adder

set clk_period 7.0
set clk_io_pct 0.2

create_clock -name clk0 -period $clk_period

set non_clock_inputs [all_inputs -no_clocks]
set_input_delay [expr $clk_period * $clk_io_pct] -clock clk0 $non_clock_inputs
set_output_delay [expr $clk_period * $clk_io_pct] -clock clk0 [all_outputs]
### /design/flow/design.v
module adder #(parameter N = 8)
    (
        input logic[N-1 : 0] a, b,
        input logic          cin,
        output logic[N-1 : 0] s,
        output logic          cout
    );
    assign{count, s} = a + b + cin;
endmodule
### /design/flow/run.sh
#!/bin/bash
# OpenROAD 26Q1-2900-gdf79404cd8, Yosys 0.63+post, stock flow scripts
make -C /OpenROAD-flow-scripts/flow DESIGN_CONFIG=/design/flow/config.mk WORK_HOME=/design/flow/orfs finish
==> flow_metrics.tcl <==
# yosys + openroad results
set metrics [dict create \
    yosys_cells 45 \
    post_cts_buffers 0 \
    crit_path_max_incr_delay_ns 0.53 \
    crit_arrival_ns 3.79 \
    status "finished clean" \
    dieArea_um2 6400 \
    max_freq_mhz 192.6 \
    ys_area_um2 356.6 \
    flop-count 0 \
    totalPowerFinal_uw 54.60 \
    grt_use_total_pct 3.586 \
    startpoint "a[0]" \
    drc_errors 0 \
    setup_tns_ns 0 \
    via_per_inst 3.504 \
    yosys_warnings 2 \
    endpoint "s[6]" \
    first_iter_violations 2 \
    grt_pass1_vias 398 \
    crit_chain "clkdlybuf4s50_1 -> fa_1 -> inv_1 -> fa_1 -> nor2b_4 -> o31a_1 -> o311ai_1 -> clkdlybuf4s50_1" \
    antenna_found_initial 0 \
    met2_length_um 574 \
    final_max_slew_viol_count 0 \
    hold_path_class "in -> out" \
    ys_seq_share_pct 0 \
    crit_cells 8 \
    crit_type "in -> out" \
    top_cell_area_share_pct 21.05 \
    wirelength_um 1127 \
    final_util_pct 19.23 \
    globalRouteOverflowTotal 0 \
    wl_met1_um 479 \
    finalCritPeriodShare_pct 74.17 \
    grt_start_max_net_pins 8 \
    synthCells 45 \
    wl_met3_um 72 \
    drtPass1Iterations 3 \
    core.rowCount 21 \
    fp_util_pct 10.44 \
    end_kind "output pin" \
    synthToLayoutAreaGrowth_pct 84.21 \
    start_kind "primary input" \
    yosysUniqueCellTypes 25 \
    postRouteAntennaNets 0 \
    portBuffers 25 \
    log.warning_count 32 \
    cts_hold_buf 0 \
    netlist_area_um2 356.6 \
    ios 26 \
    crit_required_ns 5.60 \
    regArea_um2 0 \
    path_delay_family "buffers and inverters" \
    drv_cap 0 \
    layout-drive-gt1-share_pct 1.449 \
    top_layer "met3" \
    final_common_cell "clkdlybuf4s50_1" \
    p_leak_uw 0.0002526 \
    final_hold_viol_count 0 \
    wl_per_cell_um 9.800 \
    fin_crit_ns 5.192 \
    syn_area_per_cell_um2 7.924 \
    coreArea_um2 3416 \
    p_per_area_nw_per_um2 83.11 \
    rsz0062_at_grt "no" \
    nClkBuffers 0 \
    ir_drop_mv 0.02835 \
    routed-via-count 403 \
    yosysTopAreaCell "ha_1" \
    top_cells_by_area "ha_1 (21%), fa_1 (11%), a21oi_1 (7.0%)" \
    path_max_fanout 3 \
    finalSetupViolations 0 \
    crit_buf_inv 3 \
    die_w_um 80 \
    place_hpwl_um 1071 \
    grt_pass1_wl_um 1904 \
    num_antenna_cells 0 \
    die_height_um 80 \
    cp_slowest_cell "clkdlybuf4s50_1" \
    lay_top_cells "clkdlybuf4s50_1 (25), ha_1 (6), inv_1 (5), a21oi_1 (5), o211ai_1 (3)" \
    gp_congestion 0.7303 \
    cts_resized 0 \
]
per-layer routing:
metal  global-route usage [%]  up-vias
met3                   0.7955        0
met5                        0        -
met1                    4.708      175
met4                        0        0
met2                    6.180       12
li1                         -      216
cells in the mapped netlist:
master     count
nor3_1         1
inv_1          5
a211oi_1       1
a21oi_1        5
nor3b_1        1
nor2b_1        2
buf_4          1
o211ai_1       3
nor2b_4        1
nand2b_1       1
o2bb2ai_1      1
o311ai_1       1
o21ai_0        2
a311oi_1       1
fa_1           2
xor2_1         2
nand2_1        1
o31a_1         1
xnor2_1        2
ha_1           6
a21o_1         1
conb_1         1
o311ai_0       1
nor2_1         1
o21a_1         1
layout make-up:
cell class                      instances  area (µm²)
Fill cell                             394        2759
Multi-Input combinational cell         39       330.3
Timing Repair Buffer                   25       250.2
Tap cell                               46       57.56
Inverter                                5       18.77
report_power, final:
group	leakage (µW)	internal, µW	switching [µW]
Sequential	0	0	0
Combinational	0.000253	35.8	18.8
Clock	0	0	0
cell families after synthesis:
group                      Yosys count  share of synthesized area (%)
AOI/OAI and AO/OA                   18                          34.74
xor gates and xnor gates             4                          9.826
adders and majority gates            8                          32.28
buffers and inverters                6                          7.370
other                                1                          1.052
and+or+nand+nor                      8                          14.73
tightest hold or removal path, delay by kind of cell:
kind                       cells  cell delay (ns)
buffers and inverters          2             0.92
adders and majority gates      1             0.15
metrics by stage:
step	std cells	hold WS [ns]	cell area [µm²]	worst slack, ns
floorplan	45	2.904	356.6	2.966
global placement	115	3.891	656.9	1.858
detailed placement	115	3.891	656.9	1.823
CTS	115	3.897	656.9	1.800
global route	115	3.912	656.9	1.670
finish	115	3.879	656.9	1.808
worst min path at each step:
stage | start | endpoint | slack, ns | cells past startpoint
4_1_cts | cin | s[0] | 3.90 | 3
5_1_grt | b[0] | s[0] | 3.91 | 3
6_report | cin | s[0] | 3.88 | 3
No activity file was given, so power comes from the tool's default toggle rates.
